### flow/config.mk
export PLATFORM = sky130hd
export DESIGN_NAME = gowin_mem
export DESIGN_NICKNAME = gowin_mem
export VERILOG_FILES = /design/flow/design.v
export SDC_FILE = /design/flow/constraint.sdc
export NUM_CORES = 4
export LEC_CHECK = 1
export CORE_UTILIZATION = 40
export SYNTH_HDL_FRONTEND = slang
### flow/constraint.sdc
current_design gowin_mem

set clk_period 69.4
set clk_io_pct 0.2

create_clock -name clk0 -period $clk_period [get_ports {clk}]

set non_clock_inputs [all_inputs -no_clocks]
set_input_delay [expr $clk_period * $clk_io_pct] -clock clk0 $non_clock_inputs
set_output_delay [expr $clk_period * $clk_io_pct] -clock clk0 [all_outputs]
### flow/design.v
`timescale 1ps/1ps
module gowin_mem#(
    parameter SIZE = 128
)(
    input               clk,
    input        [31:0] addrA,  
    input        [31:0] addrB,  
    output logic [31:0] dataA_o,
    output logic [31:0] dataB_o,
    input        [2:0]  selA,  
    input               wenA,
    input        [31:0] dataA_i
);
logic [31:0] mem [SIZE-1:0];  
initial
    $readmemh("../tb/test.mem_32", mem);
always_ff@(posedge clk) begin
    dataA_o <= mem[addrA[31:2]];
    if(wenA)
        mem[addrA] <= dataA_i;
end
always_ff@(posedge clk) begin
    dataB_o <= mem[addrB[31:2]];  
end
endmodule
### flow/run.sh
#!/bin/bash
# OpenROAD 26Q1-2900-gdf79404cd8, Yosys 0.63+post, stock flow scripts
make -C /OpenROAD-flow-scripts/flow DESIGN_CONFIG=/design/flow/config.mk WORK_HOME=/design/flow/orfs finish
==> run notes <==
## Logic synthesis
- **Commonest cells post-synth** edfxtp_1 (4,096), mux4_2 (1,408), mux2i_1 (1,312)
- **Yosys top cell by instances** edfxtp_1
- **largest cells by area after synthesis** edfxtp_1 (65%), mux4_2 (17%), mux2i_1 (7.0%)
- **synth unique cells** 34
- **Post-Synthesis Mean Instance Area** 18.5 sq um
- **number of warnings issued by yosys** 0
- **post-synth top area cell** edfxtp_1
- **Syn Std Cell Area** 188,000 sq um
- **proportion of synthesized chip area in sequential cells** 0.661
- **Synthesized registers** 4,160
- **most used flip-flop cell after synthesis** edfxtp_1
- **EDFF count, synth** 4,096
- **share of flip-flops with an asynchronous set or reset after synthesis** 0
- **synthesized chip area reported by yosys** 188,000 sq um
- **fraction of post-synthesis cell area in the top cell type by area** 0.654
- **ys cells** 10,200
- **Post-Syn Instances** 10,200

## Final timing
- **worst clock skew on the final layout** 51.6 ps
- **Max Freq** 51.7 MHz
- **final tally of max-slew violations** 0
- **final number of hold-violating endpoints** 0
- **smallest hold slack** 883 ps
- **final critical delay including setup and external delays** 19,340 ps
- **worst slew margin relative to its limit** 0.100
- **post-route clock period utilization** 0.279
- **RSZ-0062 raised after global routing** no
- **final setup TNS** 0 ps
- **Finish-stage setup viols** 0
- **transition time at the pin with the least slew margin** 1340 ps

## Worst setup path
- **Buf+Inv Stages, Crit Path** 8
- **Cell Chain, Critical Path** buf_16, buf_4, buf_4, buf_12, buf_4, buf_4, buf_12, mux4_2, mux2_2, o22ai_1, nor3_1, buf_4, or4_1
- **startpoint type of the worst setup path** input pin
- **highest cell delay on the worst timing path** 680 ps
- **Worst Setup Path Type** input pin to flip-flop
- **arrival time at the worst endpoint** 20,200 ps
- **most prevalent standard cell on the critical path** buf_4
- **standard cell with the maximum stage delay on the critical path** buf_4
- **Data required, critical path** 70,260 ps
- **worst-path maximum fanout** 84
- **Setup crit end kind** flip-flop
- **cell family with most CP delay** buffers and inverters

## Floorplanning
- **effective utilization at floorplan** 0.402
- **number of rows created at floorplan** 251
- **area of the die** 473,000 sq um
- **die x size** 688 um
- **height of the die** 688 um
- **area inside the core boundary** 468,000 sq um
- **number of top-level pins** 165

## Place
- **routability congestion estimate** 0.930
- **number of cells after detailed placement** 16,200
- **port bufs** 113
- **HPWL after detailed placement** 420,000 um

## Layout
- **post-synthesis to final-layout area growth** 13.6%
- **layout cells sized above 1** 0.270
- **Finished Layout Cells** 17,100
- **Filler cells** 38,000

## Clocking
- **hold_buf cts** 0
- **H-tree levels** 5
- **root buffer cell** clkbuf_16
- **Inserted Clock Buffers** 437
- **Clock transition at path regs** 60 ps
- **number of setup buffers added after CTS** 0
- **quantity of gates resized following cts** 0
- **maximum clock path buffer count** 4
- **clock insertion delay at the later pin of the skew report** 1040 ps
- **CTS sink count** 4,160
- **clock tree from TritonCTS** done

## GRT
- **Tot GR Track Use** 0.317
- **maximum number of pins on one net before global-route repair** 89
- **number of antenna violations at the first check in global routing** 94
- **number of global-route vias before repair** 123,000
- **wire length of the first global-routing pass** 940,000 um
- **global route total overflow** 0

## Run
- **number of max-cap violations** 0
- **total tool warning count** 78

## Drt
- **DR vias/cell** 6.54
- **number of search-and-repair iterations in the first detailed-routing pass** 5
- **average wire per standard cell** 40.0 um
- **Routed Antenna Nets** 0
- **DRC** 0
- **total number of vias** 112,000
- **Starting DRT DRC Count** 7,898
- **total length of routed wires** 685,000 um

## Worst hold path
- **Min-Delay Path Class** flip-flop to flip-flop

## Status
- **status** completed

## Power
- **power per cell area** 26.1 nW/um^2
- **maximum resistive drop on vdd** 22.1 uV
- **total leakage power** 68.4 nW

power by group:
group          leakage, nW  total, W  internal (W)  switching [W]
registers             37.4   0.00278       0.00278     0.00000919
clock network         7.06   0.00237       0.00137       0.000999
logic                 23.9  0.000426      0.000152       0.000274
total                 68.4   0.00558       0.00430        0.00128
state kept, by name, indices dropped and copies added (netlist names):
register / flops
mem: 4096
dataA_o: 32
dataB_o: 32
worst paths after layout:
kind / start / end / depth (start not counted) / slack, ps
max: addrB[4] / dataB_o[0] / 13 / 50060
min: mem[98][16] / dataB_o[16] / 5 / 880
max reg2reg: mem[30][14] / dataA_o[14] / 6 / 66210
min reg2reg: mem[98][16] / dataB_o[16] / 5 / 880
layout by cell type (no fill, tap or decap), drive strengths merged, types with 5 or more instances in the layout:
master         Yosys  layout
nand3b             5       5
nand2            370     370
nand4            195     195
o21ai             32      32
nor2b             10      10
clkdlybuf4s50      0      74
nand3             14      14
a211oi           256     256
mux2             128     128
clkbuf           413     535
edfxtp          4096    4096
a22o              64      64
clkinv             0     197
mux2i           1312    1312
a21oi            128     128
diode              0     109
dfxtp             64      64
nor2             158     158
clkinvlp           0      16
mux4            1408    1408
inv                0      11
nor3             137     137
bufinv             0      51
o22ai            512     512
buf              400     582
or4               32      32
a22oi            416     416
metrics by stage:
step                      instance area, sq um  setup WS, ps   util  total power (W)
after floorplan                         188000         51340      -          0.00306
after global placement                  199000         49220  0.425          0.00325
after detailed placement                199000         49210  0.425          0.00325
after CTS                               213000         50270  0.456          0.00559
after global routing                    213000         49840  0.456          0.00571
final                                   214000         50060  0.457          0.00558
cells by family (layout without fill, tap and decap cells):
group / after synthesis / after routing / synth area share
other cells: 0 / 109 / 0
buf+inv: 813 / 1466 / 0.0184
simple gates: 936 / 936 / 0.0235
flops: 4160 / 4160 / 0.661
mux: 2848 / 2848 / 0.246
compound gates: 1408 / 1408 / 0.0511
per-layer routing:
layer | wire length (um) | track usage | part of all wire | vias to the layer above
li1 | - | - | - | 44200
met1 | 183000 | 0.304 | 0.27 | 56000
met2 | 303000 | 0.437 | 0.44 | 9602
met3 | 154000 | 0.314 | 0.22 | 1995
met4 | 39400 | 0.137 | 0.058 | 179
met5 | 5360 | 0.0826 | 0.0078 | -
final cells by class:
cell class                      count  area [sq um]  area share
Clock buffer                      535         11600      0.0542
Timing Repair Buffer              656          5360      0.0251
Tap cell                         6198          7750      0.0363
Multi-Input combinational cell   5192         61500       0.288
Antenna cell                      109           273     0.00128
Clock inverter                    275          2890      0.0135
Sequential cell                  4160        124000       0.582
worst register-to-register path: stages, from the launching register on:
cell,delay [ps]
edfxtp_1,360
mux2i_1,80
o22ai_1,240
a211oi_1,90
nand2_1,470
nand4_1,770
nor2_1,1010
Power and IR drop assume default switching activity.
